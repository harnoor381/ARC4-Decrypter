==> design/flow/design.v <==
module init(input logic clk, input logic rst_n,
            input logic en, output logic rdy,
            output logic [7:0] addr, output logic [7:0] wrdata, output logic wren);
logic [15:0] counter;
enum{s0,s1} ps;
always_ff @(posedge clk) begin 
    if(!rst_n) begin 
        {rdy, counter} <= {1'b1, 16'b0};
        ps <= s0;
    end
    else begin 
        case(ps) 
            s0 : begin
                if(en) begin  
                    {rdy, wren, counter} <= {1'b0, 1'b1, 16'b0};
                    ps <= s1;
                end
                else begin 
                    {rdy, wren, counter} <= {1'b1, 1'b0, 16'b0};
                    ps <= s0;
                end
            end
            s1 : begin 
                if(counter < 16'd256) begin 
                    wren <= 1'b1;
                    wrdata <= counter;
                    addr <= counter;
                    counter <= counter + 1'b1;
                    ps <= s1;
                end
                else begin 
                    {rdy, wren, counter} <= {1'b1, 1'b0, 16'b0};
                    ps <= s0;
                end
            end
        endcase
    end
end
endmodule: init
==> design/flow/run.sh <==
#!/bin/bash
# OpenROAD 26Q1-2900-gdf79404cd8, Yosys 0.63+post, stock flow scripts
make -C /OpenROAD-flow-scripts/flow DESIGN_CONFIG=/design/flow/config.mk WORK_HOME=/design/flow/orfs finish
==> design/flow/config.mk <==
export PLATFORM = sky130hd
export DESIGN_NAME = init
export DESIGN_NICKNAME = init
export VERILOG_FILES = /design/flow/design.v
export SDC_FILE = /design/flow/constraint.sdc
export NUM_CORES = 4
export LEC_CHECK = 1
export CORE_AREA = 10 10 96 96
export DIE_AREA = 0 0 106 106
==> design/flow/constraint.sdc <==
current_design init

set clk_period 2.5
set clk_io_pct 0.2

create_clock -name clk0 -period $clk_period [get_ports {clk}]

set non_clock_inputs [all_inputs -no_clocks]
set_input_delay [expr $clk_period * $clk_io_pct] -clock clk0 $non_clock_inputs
set_output_delay [expr $clk_period * $clk_io_pct] -clock clk0 [all_outputs]
==> summary.txt <==
Notes on the flow run.

- The final timing report counts setup violations totalling 0.
- 21 I/O pins were placed.
- The worst hold path passes through 2 cells.
- Among all stages on the critical path, the maximum delay recorded is 0.56 ns.
- The total of flip-flops plus latches after synthesis is 28, for reference.
- For the worst reg-to-reg path, the endpoint reported by OpenROAD is counter[5].
- The layout overhead on the synthesized area is 28.2%, for reference.
- The DRC violation count after routing is 0, for reference.
- The worst reg-to-reg path cell count is 5, for reference.
- The worst-case clock buffer depth is 2, for reference.
- The die is 106 µm wide.
- The number of inserted diodes is 0, for reference.
- The number of buffers added by the clock tree synthesis step is 3, for reference.
- Looking at the clock tree report, the H-tree level count equals 1.
- In this run, post-CTS hold repair placed 0 buffers.
- Max-slew check failures listed in the final report amount to 0.
- The global-route usage over all layers is 3.97%, for reference.
- The die boundary height is 106 µm, for reference.
- Port buffering added 20 buffers.
- The filler cells instantiated in the layout total 804.
- The number of failing hold endpoints at the final stage is 0, for reference.
- The area of the mapped netlist is 1160 µm², for reference.
- In this run the cell area measured after placement is 1420 µm².
- The most numerous cell on the critical path is a31oi_1, for reference.
- The critical path's top delay family is simple AND/OR/NAND/NOR gates, for reference.
- Synthesis produced a netlist whose cell count is 107.
- By startpoint and endpoint, the worst setup path is classified as reg -> reg.
- The post-route minimum period is 1.66 ns, for reference.
- The slew of the pin with the lowest slew margin is 0.334 ns, for reference.
- The buffer count from post-CTS setup fixing is 0, for reference.
- Looking at hold timing, the worst path starts from rdy.
- The post-layout total power is 0.000903 W, for reference.
- TritonRoute output was used to compute an average wire per cell of 9.76 µm.
- In the final run the clock tree shows a worst skew of 0.00439 ns.
- The critical path maximum fanout is 18.
- The total instance count after detailed placement is 217, for reference.
- After layout, the worst setup slack is 0.835 ns.
- The share of the core area taken by cells at floorplan is 16.1%.
- In this run, flip-flops and latches consume 54.1% of the power.
- The number of gates resized after cts is 0, for reference.
- The startpoint class of the critical path is a flop, for reference.
- The data required time reported for the critical path is 2.71 ns.
- The tightest min-delay check is of the reg -> reg type.
- Across all register-to-register paths, the minimum setup slack is 0.84 ns.
- The number of warnings reported in the yosys synthesis log is 1, for reference.
- Per STA, the worst path is made up of or4_4 -> nor3_4 -> buf_4 -> a31oi_1 -> a31oi_1.
- Detailed placement ended at an HPWL of 1530 µm.
- The total via count after detailed routing is 802, for reference.
- The number of standard cells reported by yosys is 107, for reference.
- TritonCTS built the clock tree.
- The total net switching power is 0.000174 W, for reference.
- The internal power contribution is 0.000729 W, for reference.
- The critical path endpoint category is a flop, for reference.
- The OpenROAD warning count is 25, for reference.
- The switching part of the total power is 19.3%, for reference.
- IR analysis of the VDD net gives a maximum drop of 0.305 mV.
- The vias per cell is 3.63, for reference.
- The number of antenna violations at the first check in global routing is 0, for reference.
- The tightest slew margin relative to the limit is 77.5%, for reference.
- The number of global-route vias before repair was 772.
- The share of post-route cells with drive strength above 1 is 9.84%, for reference.
- The detailed-router iteration count before antenna repair is 6, for reference.
- The script reports the combined buffer and inverter count of the critical path as 1.
- The yosys synthesis chip area is 1160 µm², for reference.
- The clock sink count is 28, for reference.
- The launching point of the worst reg2reg path is counter[11], for reference.
- The combinational power share is 6.8%, for reference.
- On the reported timing paths, the clock transition at the registers reads 0.10 ns.
- Synthesis instantiated 30 different standard cells from the library.
- The peak clock frequency supported by timing is 601 MHz, for reference.
- The global-route wire length before repair is 3860 µm, for reference.
- Summing all non-filler instances in the final layout gives an area of 1490 µm².
- The routed wire length is 2160 µm, for reference.
- The static leakage is 0.524 nW, for reference.
- The floorplan step defined a core boundary enclosing 7210 µm².
- The ratio of final minimum period to clock period is 66.6%, for reference.
- The sequential cell area fraction in the yosys report is 55.9%, for reference.
- The floorplan step defined a die boundary enclosing 11,200 µm².
- The destination of the worst hold path is rdy, for reference.
- Setup repair after global routing left no endpoint under its margin.
- The number of rows in the core area is 31, for reference.
- The slowest stage cell on the critical path is or4_4, for reference.
- CTS placed an instance of clkbuf_8 at the clock tree root.
- The maximum number of pins on one net before global-route repair is 20, for reference.
- The aggregate global routing overflow is 0, for reference.
- Logged for this run, the post-placement worst setup slack is 0.726 ns.
- The insertion delay at the late pin of the worst-skew pair is 0.27 ns, for reference.
- The flow reported a cell area power density of 606 nW/µm².
- The starting DRC count in detailed routing is 33, for reference.
- The average instance area after synthesis is 10.9 µm², for reference.
- The run finished with clean final reports.
- The tool flagged a number of max-cap violations equal to 0.
- The count of non-filler cells in the finished layout is 221, for reference.
- The final estimated routing congestion in global placement is 0.765, for reference.
- The accumulated negative setup slack is 0 ns, for reference.
- For the worst setup path, the data arrival time is 1.87 ns.
- The post-route antenna net violation count is 0, for reference.
- Looking at the power breakdown, the clock network takes 39.1% of the total.
-- worst max-delay path by stage --
| stage | from | end | cells past startpoint |
|---|---|---|---|
| 6_report | counter[11] | counter[5] | 5 |
| 5_1_grt | counter[11] | counter[5] | 5 |
| 4_1_cts | counter[11] | counter[5] | 5 |
-- final cells by class --
class	instances	area [µm²]	share of cell area, %
flip-flops and latches	28	651	43.6
multi-input cells	65	415	27.9
repair buffers	23	223	14.9
well taps	99	124	8.31
clock buffers	3	41.3	2.77
clock inverters	1	30.0	2.01
inverters	2	7.51	0.503
-- power by group through the flow --
| stage | clock network [W] | registers (W) | logic (W) |
|---|---|---|---|
| after global routing | 0.000383 | 0.000492 | 0.0000697 |
| after CTS | 0.000362 | 0.000489 | 0.0000625 |
| final | 0.000353 | 0.000489 | 0.0000614 |
-- cells in the mapped netlist --
cell type / instances / share of area, %
a21boi_0: 2 / 1.3
o21ai_2: 1 / 0.75
nand2b_1: 1 / 0.54
nand2_1: 9 / 2.9
nor3_1: 2 / 0.86
buf_4: 8 / 5.2
nand3_1: 6 / 2.6
nor2b_1: 3 / 1.6
buf_6: 2 / 1.9
ha_1: 1 / 1.1
mux2i_1: 1 / 0.86
and4_1: 2 / 1.5
nor2_1: 3 / 0.97
and3_2: 1 / 0.65
a21oi_1: 3 / 1.3
nor4_1: 2 / 1.1
nand3b_1: 2 / 1.3
edfxtp_1: 9 / 23
a22oi_1: 1 / 0.65
or4_4: 2 / 1.9
xnor2_1: 2 / 1.5
nor3_4: 1 / 1.4
nand4_1: 3 / 1.6
and3_1: 6 / 3.2
clkbuf_1: 2 / 0.65
a31oi_1: 5 / 2.7
o21ai_0: 4 / 1.7
a32o_1: 2 / 1.7
dfxtp_1: 19 / 33
inv_1: 2 / 0.65
-- tightest hold or removal path, stage by stage (launching register included) --
cell	delay, ns
dfxtp_1	0.32
inv_1	0.05
a31oi_1	0.06
-- per-stage QoR --
| step | utilization (%) | hold slack (ns) |
|---|---|---|
| 2_1_floorplan | - | 0.425 |
| 3_3_place_gp | 19.7 | 0.462 |
| 3_5_place_dp | 19.7 | 0.457 |
| 4_1_cts | 20.7 | 0.479 |
| 5_1_grt | 20.7 | 0.517 |
| 6_report | 20.7 | 0.473 |
-- cell usage in the layout (no fill, tap or decap), types with 3 or more instances in the layout --
cell type        count
dfxtp_1             19
nor2b_1              3
buf_4                3
edfxtp_1             9
nand3_1              6
and3_1               6
o21ai_0              4
clkbuf_8             3
a31oi_1              5
a21oi_1              3
nor2_1               3
clkdlybuf4s50_1     20
nand2_1              9
nand4_1              3
-- routing by layer --
layer  vias to the layer above  routed length, µm  global-route usage [%]
met1                       361               1120                    5.82
met3                         2                284                    2.57
met4                         0                 24                   0.484
li1                        413                  -                       -
met2                        26                731                    4.81
met5                         -                  0                       0
-- cell families (layout without fill, tap and decap cells) --
group | Yosys count | after routing | share of synthesized area [%]
xor gates and xnor gates | 2 | 2 | 1.51
buffers and inverters | 14 | 29 | 8.39
adders and majority gates | 1 | 1 | 1.08
muxes | 1 | 1 | 0.860
AOI/OAI and AO/OA | 18 | 18 | 10.1
DFF | 28 | 28 | 55.9
and+or+nand+nor | 43 | 43 | 22.2
-- registers in the layout (all words and copies together) (netlist names) --
name / count
counter: 16
wren: 1
wrdata: 8
rdy: 1
ps: 2
Power is estimated from default activity; no workload was simulated.
