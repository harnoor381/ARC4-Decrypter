<file path="/design/flow/design.v">
`timescale 1ps / 1ps
module ksa(input logic clk, input logic rst_n,
           input logic en, output logic rdy,
           input logic [23:0] key,
           output logic [7:0] addr, input logic [7:0] rddata, output logic [7:0] wrdata, output logic wren);
    logic [7:0] i;
    logic [7:0] s_i;
    logic [7:0] temp_si;
    logic [7:0] j;
    logic [7:0] s_j;
    logic [8:0] counter;
    enum {INITALIZE, READ_i, READ_j, WRITE_i, WRITE_j, ERROR} state;
    always_ff @(posedge clk)begin
        if(~rst_n) begin
            state <= INITALIZE;
            counter <= 0;
            i <= 0;
            j <= 0;
            s_i <= 0;
            s_j <= 0;
        end
        else begin
            case (state)
                INITALIZE: begin
						  counter <= 0;
                    i <= 0;
                    j <= 0;
                    s_i <= 0;
                    s_j <= 0; 
                    if(en)
                        state <= READ_i;
                    else
                        state <= INITALIZE;
                end
                READ_i: begin 
								state <= READ_j;
					 end
                READ_j: begin
								state <= WRITE_i;
								i <= i;
							   s_i <= rddata;
							   j <= j + rddata + key[23 - (8 * (i % 3)) -: 8]; 
								s_j <= s_j;
					end
                WRITE_i: begin
							state <= WRITE_j;
							i <= i;
							j <= j;
							s_i <= s_i;
							s_j <= rddata;
					 end
                WRITE_j: begin
					     j <= j;
                    s_i <= s_i;
                    i <= i + 1;
                    counter <= counter + 1;
                    s_j <= s_j;
                    if(counter < 255)
                        state <= READ_i;
                    else
                        state <= INITALIZE;
                end
                default: begin
							state <= ERROR;
							i <= i;
							j <= j;
							s_i <= s_i;
							s_j <= s_j;
					 end
            endcase
        end
    end
    always_comb begin
        case (state)
            INITALIZE: begin
                rdy = 1'b1;
                addr = 0;
                wrdata = 0;
                wren = 0;
                temp_si = 'x;
            end
            READ_i: begin
                rdy = 0;
                addr = i;
                wrdata = 0;
                wren = 0;
                temp_si = 'x;
            end
            READ_j: begin
                temp_si = rddata;
                addr = j + rddata + key[23 - (8 * (i % 3)) -: 8];
                rdy = 0;
                wrdata = 0;
                wren = 0;
            end
            WRITE_i: begin
                rdy = 0;
                addr = i;
                wrdata = rddata;
                wren = 1;
                temp_si = 'x;
            end
            WRITE_j: begin
                rdy = 0;
                addr = j;
                wrdata = s_i;
                wren = 1;
                temp_si = 'x;
            end
            default: begin
                rdy = 0;
                addr = 0;
                wrdata = 0;
                wren = 0;
                temp_si = 'x;
            end
        endcase   
    end
endmodule: ksa
</file>
<file path="/design/flow/config.mk">
export PLATFORM = sky130hd
export DESIGN_NAME = ksa
export DESIGN_NICKNAME = ksa
export VERILOG_FILES = /design/flow/design.v
export SDC_FILE = /design/flow/constraint.sdc
export NUM_CORES = 4
export LEC_CHECK = 1
export CORE_UTILIZATION = 40
</file>
<file path="/design/flow/run.sh">
#!/bin/bash
# OpenROAD 26Q1-2900-gdf79404cd8, Yosys 0.63+post, stock flow scripts
make -C /OpenROAD-flow-scripts/flow DESIGN_CONFIG=/design/flow/config.mk WORK_HOME=/design/flow/orfs finish
</file>
<file path="/design/flow/constraint.sdc">
current_design ksa

set clk_period 11.5
set clk_io_pct 0.2

create_clock -name clk0 -period $clk_period [get_ports {clk}]

set non_clock_inputs [all_inputs -no_clocks]
set_input_delay [expr $clk_period * $clk_io_pct] -clock clk0 $non_clock_inputs
set_output_delay [expr $clk_period * $clk_io_pct] -clock clk0 [all_outputs]
</file>
==> summary.txt <==
flow finished, numbers: Peak Freq=between 90 and 100 MHz, Synth top cell by count=nand2_1, xor+xnor area frac=4.09%, crit path kind=register to output port, final WL=a little over 9 mm, Layout area overhead=18.5%, crit path DRT=between 9 and 10 ns, setup TNS=0 ns, Commonest flop=dfxtp_1, deepest clock path buffer count=2, Worst VDD drop=about 0.000085 V, CP arrival=around 8.4 ns, Critical-path top delay cell=dfxtp_1, Area leader share=a little over a fifth, pwr dens=67.4 nW/um^2, mux share of post-synthesis cell area=under 10%, ys cells=about 450, yosys aoi share=26.2%, asr flop ratio synth=0%, pre-CTS setup slack=between 0.7 and 0.8 ns, Placer Congestion=around 0.92, NetSw=0.0769 mW, vias in the first global route=approximately 3100, status=finished, final reports clean, Port Buffers=approximately 52, RR Startpoint=i[4]$_SDFFE_PN0P_, layout cell share with drive strength beyond 1=9.28%, worst min-delay path startpoint=state[3]$_DFF_P_, syn_area_per_cell=8.14 um^2, row count=34, Hold Crit Endpoint=state[2]$_DFF_P_, Via-to-Cell Ratio=5.80, Internal=roughly 0.21 mW, minimum clock period=approximately 11 ns, crit path launch type=register, total track usage=20.2%, OpenROAD warnings=28, min-delay worst type=register to register, yosys simple share=29.2%, clock power share=between 30% and 40%, fin. max-slew vios=0, RR Endpoint=j[7]$_SDFFE_PN0P_, initial antenna violation count=0, Switching Share=26.5%, TritonCTS clock tree=built, clock buffer count from CTS=5, RSZ-0062 raised after global routing=no, clk sinks=38, Tcrit/Tclk final=between 90% and 100%, CP Capture Type=output port, Post-synth seq share=between 20% and 30%, placed wire-length estimate=between 6 and 7 mm, CP peak stage delay=0.64 ns, CTS Root Cell=clkbuf_8, WL per Instance=15.7 um, Cells after Synth=~450, Final Hold Violation Tally=0, Adders+Majority by Area=a little under a tenth, Diodes inserted=0, CORE AREA=~8800 um^2, Main logic family=simple AND/OR/NAND/NOR gates, Logic pwr share=around 20%, worst slew pin tran=between 0.6 and 0.7 ns, Die Span Y=approximately 97 um, area leader, netlist=dfxtp_1, Post-synth EDFFs=0, Area contributors post-synth=dfxtp_1 (21%), nand2_1 (5.1%), ha_1 (4.8%), chip area=9480 um^2, worst setup path start=i[4]$_SDFFE_PN0P_, Core Util at FP=between 40% and 50%, Hold Path Cell Cnt=1, LEAKAGE=around 1.6 nW, PnR worst setup slack=a little under 0.8 ns, largest net degree at the start of global routing=33, CP top delay family=simple AND/OR/NAND/NOR gates, Mapped Area=~3600 um^2, sequential share of power=around 47%, ANT nets after route=0, Max Cap Viol=0, Final Skew=0.00354 ns, synth unique cells=around 84, CP Buf/Inv Count=3, Pre-Repair DR Iteration Count=5, final setup violation count=0, Vias=3438, clk slew on worst S/H paths=around 0.08 ns, total grt overflow=0, YS warnings=1, Synth top cells by count=nand2_1 (49), dfxtp_1 (38), a21oi_1 (22), nor2_1 (22), Final Core Density=around half, max_slew headroom=53.9%, Ports=53, R2R Setup Slk=about 3.6 ns, YS chip area=about 3600 um^2, clk latency late pin=around 0.29 ns, crit-path max FO=14, Synthesized registers=38, Worst R2R Path Depth=37, # DRC=0, H-tree levels=2, initial drt markers=175, Die W=about 97 um, final-layout fill cell count=roughly 850, CP most frequent cell=ha_1, first-pass GRT wire length=15.6 mm
## kinds of logic after synthesis
family / count (synthesis)
DFF: 38
xor gates and xnor gates: 17
buffers and inverters: 45
AOI/OAI and AO/OA: 119
and+or+nand+nor: 188
adders and majority gates: 22
muxes: 18
## power groups by stage
stage / logic [mW] / registers (mW) / clock network, mW
after CTS: 0.0588 / 0.137 / 0.101
after global routing: 0.0652 / 0.137 / 0.105
final: 0.0584 / 0.136 / 0.0958
## through the flow
step	std cells	hold WS, ns	total power [mW]	instance area (um^2)
final	593	0.456	0.291	4310
after global routing	593	0.470	0.307	4310
after global placement	585	0.436	0.198	4200
after floorplan	447	0.422	0.172	3640
after detailed placement	585	0.442	0.198	4200
after CTS	593	0.461	0.296	4290
## routing by layer
| layer | GRT usage, % | wire length, um |
|---|---|---|
| met2 | 32.3 | 4270 |
| met1 | 31.4 | 4510 |
| met3 | 2.12 | 426 |
| met5 | 0 | 0 |
| met4 | 1.58 | 104 |
## worst reg2reg max path, delay by kind of cell, from the launching register on
kind,cells,cell delay [ns]
and+or+nand+nor,15,2.81
adders and majority gates,6,1.86
AOI/OAI and AO/OA,10,1.44
xor gates and xnor gates,3,0.84
DFF,1,0.64
buffers and inverters,3,0.22
## sequential cells by signal, summed over array words and instances, names as in the netlist
register  cells
counter       9
i             8
j             8
s_i           8
state         5
## placed cells by master (no fill, tap or decap), drive strengths merged, types with 8 or more instances in the layout
cell type,Yosys,final
fa,8,8
xnor2,10,10
nor3b,9,9
a22oi,8,8
o21ai,19,19
ha,14,14
clkdlybuf4s50,0,52
nand3,14,14
a21boi,8,8
a22o,8,8
a21oi,24,24
nand2,50,50
and2,10,10
nor2b,19,19
inv,19,19
nor2,23,23
dfxtp,38,38
and3,19,19
mux2i,17,17
## what timing repair did
action                     CTS  global route
setup endpoints to repair    0             1
buffers inserted             0             0
hold buffers                 0             0
gates resized                0             6
## how the worst max path moves through the flow
stage,cells past startpoint,slack [ns],end
CTS,37,0.42,addr[7]
global route,37,0.06,addr[7]
finish,37,0.77,addr[7]
## final cells by class
class | count | area (um^2) | share of cell area (%)
clock buffer | 7 | 86.3 | 2.00
tap | 108 | 135 | 3.13
clock inverter | 1 | 5.00 | 0.116
timing repair buffer | 55 | 543 | 12.6
inverter | 20 | 77.6 | 1.80
sequential | 38 | 766 | 17.8
multi-input combinational | 364 | 2700 | 62.6
Power and IR drop assume default switching activity.
